## flow/run.sh

```bash
#!/bin/bash
# OpenROAD 26Q1-2900-gdf79404cd8, Yosys 0.63+post, stock flow scripts
make -C /OpenROAD-flow-scripts/flow DESIGN_CONFIG=/design/flow/config.mk WORK_HOME=/design/flow/orfs finish
```

## flow/config.mk

```make
export PLATFORM = sky130hd
export DESIGN_NAME = mouse_pixel_drawer
export DESIGN_NICKNAME = mouse_pixel_drawer
export VERILOG_FILES = /design/flow/design.v
export SDC_FILE = /design/flow/constraint.sdc
export NUM_CORES = 4
export LEC_CHECK = 1
export CORE_UTILIZATION = 30
```

## flow/constraint.sdc

```tcl
current_design mouse_pixel_drawer

set clk_period 5.0
set clk_io_pct 0.2

create_clock -name clk0 -period $clk_period [get_ports {clk_i}]

set non_clock_inputs [all_inputs -no_clocks]
set_input_delay [expr $clk_period * $clk_io_pct] -clock clk0 $non_clock_inputs
set_output_delay [expr $clk_period * $clk_io_pct] -clock clk0 [all_outputs]
```

## flow/design.v

```verilog
`timescale 1ns/1ps
`default_nettype none
module mouse_pixel_drawer
    #(
        parameter COLUMNS = 640,
        parameter ROWS = 480
    ) (
        input wire clk_i, reset_i,
        input wire draw_en_i,
        input wire [$clog2(COLUMNS)-1:0] mouse_x_position_i,
        input wire [$clog2(ROWS)-1:0] mouse_y_position_i,
        output logic [$clog2(COLUMNS*ROWS)-1:0] wr_address_o,
        output logic wr_en_o
    );
    logic [$clog2(COLUMNS)-1:0] pixel_x_count_reg, pixel_x_count_next;
    logic [$clog2(ROWS)-1:0] pixel_y_count_reg, pixel_y_count_next;
    logic [$clog2(COLUMNS*ROWS)-1:0] ram_wr_address_reg, ram_wr_address_next;
    always_ff @(posedge clk_i, posedge reset_i) begin
        if (reset_i) begin
            pixel_x_count_reg <= 0;
            pixel_y_count_reg <= 0;
            ram_wr_address_reg <= 0;
        end else begin
            pixel_x_count_reg <= pixel_x_count_next;
            pixel_y_count_reg <= pixel_y_count_next;
            ram_wr_address_reg <= ram_wr_address_next;
        end
    end
    always_comb begin
        pixel_x_count_next = pixel_x_count_reg;
        pixel_y_count_next = pixel_y_count_reg;
        ram_wr_address_next = ram_wr_address_reg;
        wr_en_o = 0;
        if (draw_en_i) begin
            if (((pixel_x_count_reg == mouse_x_position_i) && (pixel_y_count_reg == mouse_y_position_i)) ||
                (((pixel_x_count_reg + 1) == mouse_x_position_i) && (pixel_y_count_reg == mouse_y_position_i)) ||
                ((pixel_x_count_reg == mouse_x_position_i) && ((pixel_y_count_reg + 1) == mouse_y_position_i)) ||
                (((pixel_x_count_reg + 1) == mouse_x_position_i) && ((pixel_y_count_reg + 1) == mouse_y_position_i))) begin
                wr_en_o = 1;
                if (pixel_x_count_reg == (COLUMNS - 1)) begin
                    pixel_x_count_next = 0;
                    pixel_y_count_next = pixel_y_count_reg + 1;
                end else begin
                    pixel_x_count_next = pixel_x_count_reg + 1;
                end
                ram_wr_address_next = ram_wr_address_reg + 1;
            end else if (pixel_y_count_reg == (ROWS - 1)) begin
                pixel_x_count_next = 0;
                pixel_y_count_next = 0;
                ram_wr_address_next = 0;
            end else begin
                if (pixel_x_count_reg == (COLUMNS - 1)) begin
                    pixel_x_count_next = 0;
                    pixel_y_count_next = pixel_y_count_reg + 1;
                end else begin
                    pixel_x_count_next = pixel_x_count_reg + 1;
                end
                ram_wr_address_next = ram_wr_address_reg + 1;
            end
        end     
    end
    assign wr_address_o = ram_wr_address_reg;
endmodule
```

==> metrics.yaml <==
num_antenna_cells: 0
fin_hold_ws_ps: 542
place_area_um2: 3160
hold_viol: 0
post-route-period-util_pct: 89.9
warnings: 25
grt_max_degree: 39
edf_count: 0
area_growth_pct: 23.7
worst-r2r-cell-count: 9
h-tree-depth: 2
cts_resized: 0
dp.cells: 455
ir_worst_vdd_mv: 0.164
logic_area_um2: 1580
rsz0062_at_grt: "false"
arrival_ps: 3490
fillers: 886
cp_slowest_cell: "clkdlybuf4s50_1"
cts_buffer_depth: 2
fp_util_pct: 30.8
grt_overflow_total: 0
detail_route.first_pass.iterations: 5
dp_hpwl_mm: 4.42
antenna_found_initial: 0
timing.rr.end: "pixel_x_count_reg[5]$_DFFE_PP0P_"
dieArea_um2: 9280
syn_inst: 319
totalWireLength_mm: 6.21
holdCritPathClass: "reg2reg"
period_minus_slack_ps: 4490
tightestPinTransition_ps: 683
status: "finished, final reports clean"
drive_gt1_share_pct: 5.35
drcViolationCount: 0
first_iter_violations: 158
clock_tree.root_cell: "clkbuf_8"
ctsHoldBuffers: 0
path_clk_slew_ps: 70
wire_per_inst_um: 13.4
async_flop_share_pct: 100
yosys.area.top_type_share_pct: 35.6
stdcell_count: 463
num_io_pins: 42
grt_pass1_wl_mm: 10.7
r2r_start: "pixel_y_count_reg[0]$_DFFE_PP0P_"
routabilityCongestion: 0.905
place.port_buffers: 41
path_cells: "clkdlybuf4s50_1 > xor2_1 > nor2_1 > or3b_1 > a2111oi_4 > nand3_1 > a221oi_1 > clkdlybuf4s50_1"
slew_headroom_pct: 54.5
routed_via_density: 5.16
ys_cells: 319
ys_chip_area_um2: 2670
seq_area_um2: 951
cpPeakStageDelay_ps: 530
die_w_um: 96.3
grtUsageTotal_pct: 14.8
critical_path_class: "in2out"
avgSynthCellArea_um2: 8.37
rows: 34
clock.fmax_mhz: 223
cts_made_buffers: 5
total_leakage_power_nw: 1.34
ant_nets: 0
cp_common_cell: "clkdlybuf4s50_1"
clkLatencyLatePin_ps: 290
slew_violations: 0
largest_register_ffs: 19
final_core_util_pct: 38.0
startpoint: "mouse_x_position_i[3]"
worst-path-stages: 8
cts_tree: "yes"
yosysUniqueCellTypes: 55
crit_end: "wr_en_o"
powerDensity_nw_per_um2: 307
grt_pass1_vias: 2236
path_max_fanout: 3
post_cts_buffers: 0
fin_skew_ps: 5.38
flop_cell: "dfrtp_1"
yosys.area.top_type: "dfrtp_1"
rrSetupSlack_ps: 1930
cp_top_family: "buffers and inverters"
final_area_um2: 3300
path_buffers: 2
area_leaders: "dfrtp_1 (36%), xor2_1 (9.2%), nor2_1 (6.3%)"
routed-via-count: 2391
fin_tns_setup_ps: 0
yosysWarnings: 1
clock_sinks: 38
ys_seq_share_pct: 35.6
synth_flops: 38
die_h_um: 96.3
end_kind: "output port"
syn_area_um2: 2670
startpoint_type: "input pin"
worstPathRequired_ps: 4000
core_um2: 8680
finalSetupViolCount: 0
cap_violations: 0
[worst min path at each step]
stage / cells past startpoint / to / slack [ps] / from
global route: 1 / ram_wr_address_reg[4]$_DFFE_PP0P_ / 600 / ram_wr_address_reg[4]$_DFFE_PP0P_
CTS: 2 / ram_wr_address_reg[18]$_DFFE_PP0P_ / 560 / ram_wr_address_reg[18]$_DFFE_PP0P_
finish: 2 / ram_wr_address_reg[18]$_DFFE_PP0P_ / 540 / ram_wr_address_reg[18]$_DFFE_PP0P_
[cell usage in the layout, fill, tap and decap left out, types with 2 or more instances in the layout]
cell	instances
nand2_1	27
a21o_1	3
and3_1	7
or2_1	2
bufinv_16	2
nor3_1	5
o2111ai_1	2
nor2b_1	4
ha_1	3
nor3b_1	2
xnor2_1	15
o21ai_1	2
inv_1	13
nor2_1	45
a31oi_1	3
nand2b_1	2
clkbuf_8	6
dfrtp_1	38
or3_1	4
xor2_1	28
nand4_1	11
a311o_1	2
a22o_1	6
and4_1	3
o21ai_0	13
nor4_1	5
nand3_1	15
a21oi_1	10
o2bb2ai_1	4
clkdlybuf4s50_1	41
buf_4	4
nand3b_1	2
or2_2	2
o22ai_1	4
[cells in the mapped netlist, types with 2 or more instances]
cell type and n:
nor2_1 45, dfrtp_1 38, xor2_1 28, nand2_1 27, nand3_1 15, xnor2_1 15
inv_1 13, o21ai_0 13, nand4_1 11, a21oi_1 10, clkbuf_1 8, and3_1 7
a22o_1 6, buf_2 5, nor3_1 5, nor4_1 5, nor2b_1 4, o22ai_1 4
o2bb2ai_1 4, or3_1 4, a21o_1 3, a31oi_1 3, and4_1 3, ha_1 3
a311o_1 2, buf_4 2, nand2b_1 2, nand3b_1 2, nor3b_1 2, o2111ai_1 2
o21ai_1 2, or2_1 2, or2_2 2
[cell families after synthesis]
| group | count (synthesis) | synth area share [%] |
|---|---|---|
| xor gates and xnor gates | 43 | 14.1 |
| buffers and inverters | 30 | 5.02 |
| and+or+nand+nor | 142 | 26.5 |
| AOI/OAI and AO/OA | 62 | 16.9 |
| adders and majority gates | 3 | 1.41 |
| muxes | 1 | 0.375 |
| DFF | 38 | 35.6 |
[layer usage]
layer	vias to the layer above	wire, µm	GRT usage, %
met1	1122	3120	23.2
met3	5	326	2.01
met5	-	0	0
li1	1199	-	-
met4	0	40	1.23
met2	65	2720	22.9
[final cells by class]
class                      count  area share [%]
inverter                      13            1.48
clock buffer                   6            2.50
timing repair buffer          45            13.3
multi-input combinational    251            48.0
sequential                    38            28.8
clock inverter                 2            1.82
tap                          108            4.09
[power by group]
part	switching, W	total, W	leakage, nW	internal [W]
sequential	0.0000790	0.000428	0.490	0.000349
clock	0.000111	0.000324	0.0714	0.000213
combinational	0.000117	0.000261	0.782	0.000144
total	0.000307	0.00101	1.34	0.000706
[worst register-to-register path: stages, from the launching register on]
cell and delay [ps]:
dfrtp_1 470, ha_1 300, and4_1 290, and3_1 210, o2111ai_1 210, a211oi_2 70, a31oi_1 230, or2_1 580
nor2_1 200, a311o_1 400
[stage by stage]
stage | power, W | setup slack, ps
after floorplan | 0.000598 | 1840
after global placement | 0.000692 | 540
after detailed placement | 0.000695 | 510
after CTS | 0.00102 | 507
after global routing | 0.00108 | 356
final | 0.00101 | 506
Power figures rest on the tool's default switching activity, not on a simulated workload.
