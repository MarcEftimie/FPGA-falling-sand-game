File: design/flow/config.mk
export PLATFORM = sky130hd
export DESIGN_NAME = mouse_controller
export DESIGN_NICKNAME = mouse_controller
export VERILOG_FILES = /design/flow/design.v
export SDC_FILE = /design/flow/constraint.sdc
export NUM_CORES = 4
export LEC_CHECK = 1
export CORE_UTILIZATION = 50
File: design/flow/constraint.sdc
current_design mouse_controller

set clk_period 3.8
set clk_io_pct 0.2

create_clock -name clk0 -period $clk_period [get_ports {clk_i}]

set non_clock_inputs [all_inputs -no_clocks]
set_input_delay [expr $clk_period * $clk_io_pct] -clock clk0 $non_clock_inputs
set_output_delay [expr $clk_period * $clk_io_pct] -clock clk0 [all_outputs]
File: design/flow/design.v
`timescale 1ns/1ps
`default_nettype none
module mouse_controller
    (
        input wire clk_i, reset_i,
        inout wire ps2d_io, ps2c_io,
        output logic [8:0] x_velocity_o, y_velocity_o,
        output logic [2:0] btn_o,
        output logic done_o
    );
    typedef enum logic [2:0] {
        SEND_INIT_PACKET,
        WAIT,
        RECEIVE_INIT_PACKET,
        RECEIVE_PACKET_1,
        RECEIVE_PACKET_2,
        RECEIVE_PACKET_3,
        DONE
    } state_d;
    state_d state_reg, state_next;
    logic tx_en;
    logic [7:0] rx_data, tx_data;
    logic rx_done, tx_done;
    ps2_rxtx PS2RXTX(
        .clk_i(clk_i),
        .reset_i(reset_i),
        .tx_en_i(tx_en),
        .tx_data_i(tx_data),
        .ps2d_io(ps2d_io),
        .ps2c_io(ps2c_io),
        .rx_data_o(rx_data),
        .rx_done_o(rx_done),
        .tx_done_o(tx_done)
    );
    logic [8:0] x_velocity_reg, x_velocity_next;
    logic [8:0] y_velocity_reg, y_velocity_next;
    logic [2:0] btn_mouse_reg, btn_mouse_next;
    always_ff @(posedge clk_i, posedge reset_i) begin
        if (reset_i) begin
            state_reg <= SEND_INIT_PACKET;
            x_velocity_reg <= 0;
            y_velocity_reg <= 0;
            btn_mouse_reg <= 0;
        end else begin
            state_reg <= state_next;
            x_velocity_reg <= x_velocity_next;
            y_velocity_reg <= y_velocity_next;
            btn_mouse_reg <= btn_mouse_next;
        end
    end
    always_comb begin
        state_next = state_reg;
        tx_en = 0;
        done_o = 0;
        x_velocity_next = x_velocity_reg;
        y_velocity_next = y_velocity_reg;
        btn_mouse_next = btn_mouse_reg;
        case (state_reg)
            SEND_INIT_PACKET : begin
                tx_en = 1;
                state_next = WAIT;
            end
            WAIT : begin
                if (tx_done) begin
                    state_next = RECEIVE_INIT_PACKET;
                end
            end
            RECEIVE_INIT_PACKET : begin
                if (rx_done) begin
                    state_next = RECEIVE_PACKET_1;
                end
            end
            RECEIVE_PACKET_1 : begin
                if (rx_done) begin
                    x_velocity_next[8] = rx_data[4];
                    y_velocity_next[8] = rx_data[5];
                    btn_mouse_next = rx_data[2:0];
                    state_next = RECEIVE_PACKET_2;
                end
            end
            RECEIVE_PACKET_2 : begin
                if (rx_done) begin
                    x_velocity_next[7:0] = rx_data;
                    state_next = RECEIVE_PACKET_3;
                end
            end
            RECEIVE_PACKET_3 : begin
                if (rx_done) begin
                    y_velocity_next[7:0] = rx_data;
                    state_next = DONE;
                end
            end
            DONE : begin
                done_o = 1;
                state_next = RECEIVE_PACKET_1;
            end
            default : begin
                state_next = SEND_INIT_PACKET;
            end
        endcase
    end
    assign tx_data = 8'hF4;
    assign x_velocity_o = x_velocity_reg;
    assign y_velocity_o = y_velocity_reg;
    assign btn_o = btn_mouse_reg;
endmodule
`timescale 1ns/1ps
`default_nettype none
module ps2_rx
    (
        input wire clk_i, reset_i,
        input wire rx_en_i,
        input wire ps2d_i, ps2c_i,
        output logic [7:0] rx_data_o,
        output logic done_o
    );
    typedef enum logic [1:0] {
        IDLE,
        DATA,
        DONE
    } state_d;
    state_d state_reg, state_next;
    logic [7:0] filter_reg, filter_next;
    logic filter_ps2c_reg, filter_ps2c_next;
    logic falling_edge;
    logic [10:0] rx_data_reg, rx_data_next;
    logic [3:0] bit_count_reg, bit_count_next;
    always_ff @(posedge clk_i, posedge reset_i) begin
        if (reset_i) begin
            state_reg <= IDLE;
            filter_reg <= 0;
            bit_count_reg <= 0;
            filter_ps2c_reg <= 0;
            rx_data_reg <= 0;
        end else begin
            state_reg <= state_next;
            bit_count_reg <= bit_count_next;
            filter_reg <= filter_next;
            filter_ps2c_reg <= filter_ps2c_next;
            rx_data_reg <= rx_data_next;
        end
    end
    always_comb begin
        state_next = state_reg;
        bit_count_next = bit_count_reg;
        rx_data_next = rx_data_reg;
        done_o = 0;
        case (state_reg)
            IDLE : begin
                if (rx_en_i & falling_edge) begin
                    rx_data_next = {ps2d_i, rx_data_reg[10:1]};
                    bit_count_next = 4'b1001;
                    state_next = DATA;
                end
            end
            DATA : begin
                if (falling_edge) begin
                    rx_data_next = {ps2d_i, rx_data_reg[10:1]};
                    if (bit_count_reg == 0) begin
                        state_next = DONE;
                    end else begin
                        bit_count_next = bit_count_reg - 1;
                    end
                end
            end
            DONE : begin
                done_o = 1;
                state_next = IDLE;
            end
        endcase
    end
    assign filter_next = {ps2c_i, filter_reg[7:1]};
    assign filter_ps2c_next = (filter_reg==8'b11111111) ? 1'b1 :
                              (filter_reg==8'b00000000) ? 1'b0 : filter_ps2c_reg;
    assign falling_edge = filter_ps2c_reg & ~filter_ps2c_next;
    assign rx_data_o = rx_data_reg[8:1];
endmodule
`timescale 1ns/1ps
`default_nettype none
module ps2_rxtx
    (
        input wire clk_i, reset_i,
        input wire tx_en_i,
        input wire [7:0] tx_data_i,
        inout wire ps2d_io, ps2c_io,
        output logic [7:0] rx_data_o,
        output logic rx_done_o, tx_done_o
    );
    logic tx_idle;
    ps2_rx PS2_RX (
        .clk_i(clk_i),
        .reset_i(reset_i),
        .rx_en_i(tx_idle),
        .ps2d_i(ps2d_io),
        .ps2c_i(ps2c_io),
        .rx_data_o(rx_data_o),
        .done_o(rx_done_o)
    );
    ps2_tx PS2_TX (
        .clk_i(clk_i),
        .reset_i(reset_i),
        .tx_en_i(tx_en_i),
        .ps2d_io(ps2d_io),
        .ps2c_io(ps2c_io),
        .tx_data_i(tx_data_i),
        .idle_o(tx_idle),
        .done_o(tx_done_o)
    );
endmodule
`timescale 1ns/1ps
`default_nettype none
module ps2_tx
    (
        input wire clk_i, reset_i,
        input wire tx_en_i,
        inout wire ps2d_io, ps2c_io,
        input wire [7:0] tx_data_i,
        output logic idle_o, done_o
    );
    typedef enum logic [2:0] {
        IDLE,
        REQUEST_TO_SEND,
        START,
        DATA,
        STOP
    } state_d;
    state_d state_reg, state_next;
    logic [7:0] filter_reg, filter_next;
    logic filter_ps2c_reg, filter_ps2c_next;
    logic falling_edge;
    logic [8:0] tx_data_reg, tx_data_next;
    logic ps2d_tri, ps2c_tri;
    logic ps2d, ps2c;
    logic parity;
    logic [13:0] delay_count_reg, delay_count_next;
    logic [3:0] bit_count_reg, bit_count_next;
    logic tx_en = tx_en_i;
    always_ff @(posedge clk_i, posedge reset_i) begin
        if (reset_i) begin
            state_reg <= IDLE;
            filter_reg <= 0;
            delay_count_reg <= 0;
            bit_count_reg <= 0;
            filter_ps2c_reg <= 0;
            tx_data_reg <= 0;
        end else begin
            state_reg <= state_next;
            delay_count_reg <= delay_count_next;
            bit_count_reg <= bit_count_next;
            filter_reg <= filter_next;
            filter_ps2c_reg <= filter_ps2c_next;
            tx_data_reg <= tx_data_next;
        end
    end
    always_comb begin
        state_next = state_reg;
        delay_count_next = delay_count_reg;
        bit_count_next = bit_count_reg;
        tx_data_next = tx_data_reg;
        delay_count_next = delay_count_reg;
        ps2d = 1;
        ps2c = 1;
        ps2d_tri = 0;
        ps2c_tri = 0;
        idle_o = 0;
        done_o = 0;
        case (state_reg)
            IDLE : begin
                idle_o = 1;
                if (tx_en) begin
                    delay_count_next = 14'b11111111111111;  
                    bit_count_next = 4'b1000;
                    tx_data_next = {parity, tx_data_i};
                    state_next = REQUEST_TO_SEND;
                end
            end
            REQUEST_TO_SEND : begin
                ps2c_tri = 1;
                ps2c = 0;
                delay_count_next = delay_count_reg - 1;
                if (delay_count_next == 0) begin
                    state_next = START;
                end
            end
            START : begin
                ps2d_tri = 1;
                ps2d = 0;
                if (falling_edge) begin
                    state_next = DATA;
                end
            end
            DATA : begin
                ps2d_tri = 1;
                ps2d = tx_data_reg[0];
                if (falling_edge) begin
                    tx_data_next = {1'b0, tx_data_reg[8:1]};
                    if (bit_count_reg == 0) begin
                        state_next = STOP;
                    end else begin
                        bit_count_next = bit_count_reg - 1;
                    end
                end
            end
            STOP : begin
                if (falling_edge) begin
                    done_o = 1;
                    state_next = IDLE;
                end
            end
            default : begin
                state_next = IDLE;
            end
        endcase
    end
    assign filter_next = {ps2c_io, filter_reg[7:1]};
    assign filter_ps2c_next = (filter_reg==8'b11111111) ? 1'b1 :
                              (filter_reg==8'b00000000) ? 1'b0 : filter_ps2c_reg;
    assign falling_edge = ~filter_ps2c_next & filter_ps2c_reg;
    assign parity = ~(^tx_data_i);
    assign ps2d_io = ps2d_tri ? ps2d : 1'bz;
    assign ps2c_io = ps2c_tri ? ps2c : 1'bz;
endmodule
File: design/flow/run.sh
#!/bin/bash
# OpenROAD 26Q1-2900-gdf79404cd8, Yosys 0.63+post, stock flow scripts
make -C /OpenROAD-flow-scripts/flow DESIGN_CONFIG=/design/flow/config.mk WORK_HOME=/design/flow/orfs finish
==> summary.txt <==
Observations from the implementation run.

Status:
- The flow did not finish.
- The run gives the stage where the run ended as clock tree synthesis (4_1_cts).
- The tool reported: "[error] [KeplerFormal.cpp:679] Workflow failed: Iso has multiple drivers: .ps2d_io0, _428_.Y0".

CTS:
- The run puts the total clock buffers created by CTS at 9.
- In this run the number of H-tree levels came out at 3.
- The run puts the maximum clock path buffer count at 2.
- Clock tree synthesis selected as its root buffer the cell sky130_fd_sc_hd__clkbuf_8.
- Once the clock tree was built, the resizer swapped 0 gates to a different size.
- The run puts the number of clock sinks at 86.
- The run puts the count of hold buffers inserted by post-cts repair at 0.
- The run puts the buffers inserted during post-CTS setup optimization at 0.

Synth:
- Yosys shows that the main logic family after synthesis is simple AND/OR/NAND/NOR gates.
- The post-synth count of flops with an enable pin is 0.
- The cell type that accounts for the most area after synthesis is sky130_fd_sc_hd__dfrtp_1.
- After synthesis, flip-flops and latches occupy between 50% and 60% of the total area.
- The run puts the post-synthesis average cell area at between 10 and 15 um2.
- Per the synthesis report, the simple-gate share of the synthesized area is between 10% and 20%.
- The synthesis report lists the Yosys warning total as 5.
- The run puts the post-synthesis share of cell area spent on full adders, half adders and majority gates at about 1.3%.
- The run gives the mapped cell area as between 0.003 and 0.004 mm2.
- The main area contributors are sky130_fd_sc_hd__dfrtp_1, sky130_fd_sc_hd__mux2_2, sky130_fd_sc_hd__nand2_1.
- The run puts the async set-or-reset flop fraction in the synthesized netlist at 100%.
- The run puts the multiplexer share of the synthesized area at between 10% and 20%.
- The run gives the share of the synthesized netlist area taken by xor and xnor gates as less than 1%.
- The run gives the and-or/or-and share of the synthesized area as between 10% and 20%.
- The run puts the flip-flop and latch count after synthesis at between 80 and 90.
- The run gives the number of distinct library cells after synthesis as 45.
- The run gives the yosys stat chip area as 0.00376 mm2.
- The commonest register cell is sky130_fd_sc_hd__dfrtp_1.
- Per the post-synthesis report, the number of cells in the design is about 340.
- The run puts the cell total in the yosys stat output at 336.
- The run gives the fraction of synthesized cell area taken by the top area cell type as a little under three fifths.

Placement:
- The run puts the placed wire-length estimate at 4690 um.
- The run gives the number of cells after detailed placement as 453.
- The run puts the global placer's final weighted congestion at 0.833.
- Per the placement log, port buffering inserted 23 buffers.
- Prior to clock tree synthesis, the placed netlist has a worst setup slack of between 1.5 and 2 ns.

Floorplan:
- The run puts the initial standard-cell utilization of the core at 51.8%.
- The die is a little under 90 um wide.
- After floorplanning, the core was divided into 31 placement rows.
- The run puts the top-level I/O count at 26.
- The run puts the y dimension of the die at just under 90 um.
synthesized netlist by cell type, types with 2 or more instances:
cell and n:
sky130_fd_sc_hd__nor4_1 5, sky130_fd_sc_hd__or3_1 2, sky130_fd_sc_hd__inv_1 22, sky130_fd_sc_hd__mux2_2 35, sky130_fd_sc_hd__mux2i_1 4, sky130_fd_sc_hd__nand2_1 38, sky130_fd_sc_hd__o21a_1 2, sky130_fd_sc_hd__o22ai_1 2
sky130_fd_sc_hd__nand4_1 4, sky130_fd_sc_hd__nor3_1 14, sky130_fd_sc_hd__o21ai_1 3, sky130_fd_sc_hd__a211o_1 2, sky130_fd_sc_hd__a21oi_1 9, sky130_fd_sc_hd__dfstp_2 3, sky130_fd_sc_hd__nand3b_1 2, sky130_fd_sc_hd__o31a_1 3
sky130_fd_sc_hd__ha_1 4, sky130_fd_sc_hd__nor2b_1 2, sky130_fd_sc_hd__o31ai_1 5, sky130_fd_sc_hd__clkbuf_1 8, sky130_fd_sc_hd__xor2_1 2, sky130_fd_sc_hd__nand3_1 9, sky130_fd_sc_hd__or4_4 2, sky130_fd_sc_hd__and2_1 2
sky130_fd_sc_hd__nor2_1 15, sky130_fd_sc_hd__xnor2_1 2, sky130_fd_sc_hd__o21ai_0 25, sky130_fd_sc_hd__a21o_1 2, sky130_fd_sc_hd__nor3b_1 2, sky130_fd_sc_hd__a31oi_1 3, sky130_fd_sc_hd__or4_1 2, sky130_fd_sc_hd__nand2b_1 6
sky130_fd_sc_hd__dfrtp_1 83
metrics by stage:
stage | power, uW | hold WS, ns | instance area [um2] | utilization, %
floorplan | 1000 | 0.374 | 3760 | -
detailed placement | 1020 | 0.390 | 4100 | 56.6
global placement | 1020 | 0.381 | 4100 | 56.6
kinds of logic after synthesis:
logic type / Yosys count
muxes: 39
other: 1
adders and majority gates: 4
xor gates and xnor gates: 4
buffers and inverters: 31
AOI/OAI and AO/OA: 63
and+or+nand+nor: 108
DFF: 86
Power and IR drop assume default switching activity.
