$ cat flow/run.sh
#!/bin/bash
# OpenROAD 26Q1-2900-gdf79404cd8, Yosys 0.63+post, stock flow scripts
make -C /OpenROAD-flow-scripts/flow DESIGN_CONFIG=/design/flow/config.mk WORK_HOME=/design/flow/orfs finish
$ cat flow/config.mk
export PLATFORM = sky130hd
export DESIGN_NAME = mouse_position_tracker
export DESIGN_NICKNAME = mouse_position_tracker
export VERILOG_FILES = /design/flow/design.v
export SDC_FILE = /design/flow/constraint.sdc
export NUM_CORES = 4
export LEC_CHECK = 1
export CORE_UTILIZATION = 30
export SYNTH_HDL_FRONTEND = slang
$ cat flow/constraint.sdc
current_design mouse_position_tracker

set clk_period 6.5
set clk_io_pct 0.2

create_clock -name clk0 -period $clk_period [get_ports {clk_i}]

set non_clock_inputs [all_inputs -no_clocks]
set_input_delay [expr $clk_period * $clk_io_pct] -clock clk0 $non_clock_inputs
set_output_delay [expr $clk_period * $clk_io_pct] -clock clk0 [all_outputs]
$ cat flow/design.v
`timescale 1ns/1ps
`default_nettype none
module mouse_position_tracker #(
        parameter COLUMNS = 640,
        parameter ROWS = 480
    )
    (
        input wire clk_i, reset_i,
        input wire [8:0] x_velocity_i, y_velocity_i,
        input wire en_i,
        output logic [$clog2(COLUMNS)-1:0] x_position_o,
        output logic [$clog2(ROWS)-1:0] y_position_o
    );
    logic [$clog2(COLUMNS)-1:0] x_position_reg, x_position_next;
    logic [$clog2(ROWS)-1:0] y_position_reg, y_position_next;
    logic [7:0] twos_complement_x;
    logic [7:0] twos_complement_y;
    always_ff @(posedge clk_i, posedge reset_i) begin
        if (reset_i) begin
            x_position_reg <= 0;
            y_position_reg <= 0;
        end else begin
            x_position_reg <= x_position_next;
            y_position_reg <= y_position_next;
        end
    end
    always_comb begin
        x_position_next = x_position_reg;
        y_position_next = y_position_reg;
        if (en_i) begin
            if (x_velocity_i[8]) begin
                twos_complement_x = ~(x_velocity_i[7:0]) + 1;
                if ({2'b0, twos_complement_x} > x_position_reg) begin
                    x_position_next = 0;
                end else begin
                    x_position_next = x_position_reg - {2'b0, twos_complement_x};
                end
            end else begin
                if (({1'b0, x_velocity_i} + x_position_reg) > (COLUMNS - 1)) begin
                    x_position_next = COLUMNS - 1;
                end else begin
                    x_position_next = x_position_reg + x_velocity_i;
                end
            end
            if (y_velocity_i[8]) begin
                twos_complement_y = ~(y_velocity_i[7:0]) + 1;
                if ((twos_complement_y + y_position_reg) > (ROWS - 1)) begin
                    y_position_next = ROWS - 1;
                end else begin
                    y_position_next = y_position_reg + twos_complement_y;
                end
            end else begin
                if (y_velocity_i > y_position_reg) begin
                    y_position_next = 0;
                end else begin
                    y_position_next = y_position_reg - y_velocity_i;
                end
            end
        end
    end
    assign x_position_o = x_position_reg;
    assign y_position_o = y_position_reg;
endmodule
==> impl_metrics.tcl <==
# metrics dict for downstream scripts
set metrics [dict create \
    cts_max_level 1 \
    gp_congestion 0.8945 \
    syn_area_per_cell_sq_um 8.052 \
    rsz0062_at_grt "no" \
    hold_viol_final 0 \
    p_leak_nw 1.431 \
    std_cell_rows 35 \
    tritoncts "built" \
    holdCritPathClass "flip-flop to flip-flop" \
    status "finished clean" \
    flop_cell "dfrtp_1" \
    ant_nets 0 \
    grt_max_degree 43 \
    max_slew.worst_pin.slew_ps 709.2 \
    worstPathRequired_ps 6620 \
    cts-root-buf "clkbuf_8" \
    synth_area_leader_cell "dfrtp_1" \
    insertedDiodeCount 0 \
    synth-async-reset-ratio_pct 100.0 \
    nFillCells 957 \
    finalSetupViolations 0 \
    post_dp_cell_area_sq_um 3463 \
    crit_top_cell "nand2_1" \
    drcViolationCount 0 \
    post-place-ws_ps 2076 \
    regToRegSetupSlack_ps 3830 \
    vdd_drop_max_mv 0.2064 \
    cp.arrival_ps 4310 \
    fin_crit_ps 4182 \
    ys_warn_count 0 \
    synthTopCellsByCount "ha_1 (37), nor2_1 (30), inv_1 (29), a21oi_1 (28), nand2_1 (20)" \
    ctsResizeCount 0 \
    cts_setup_buffers 0 \
    die_area_sq_um 10140 \
    tns_ps 0 \
    maxCapViolCount 0 \
    wirelength_mm 7.431 \
    fin_util_pct 37.61 \
    ys_chip_area_sq_um 2923 \
    r2r_cells 9 \
    worstPathCellList "clkdlybuf4s50_1, nor3_1, nand2_1, nor4_1, xnor2_1, ha_1, or3_1, o211ai_1, nand2_1, a22oi_1, a31oi_1" \
    clockBufferDepth 2 \
    syn_area_sq_um 2923 \
    worst_slack_ps 2318 \
    viasPerCell 5.323 \
    edf_count 0 \
    crit_path_start_kind "input pin" \
    finalNonFillerCells 530 \
    synthCells 363 \
    drt_iter0_drc 44 \
    dp_hpwl_mm 6.026 \
    drive_gt1_share_pct 5.237 \
    grt_pass1_wl_mm 13.03 \
    r2r_end "x_position_o[0]" \
    critPathKind "input pin to flip-flop" \
    synth_seq_share_pct 16.27 \
    ctsHoldBuffers 0 \
    slew_viol_final 0 \
    tritoncts.num_buffers 3 \
    fp.coreArea_sq_um 9328 \
    max_freq_ghz 0.2391 \
    warnings 28 \
    fp.dieW_um 100.7 \
    syn_to_final_growth_pct 20.03 \
    regArea_sq_um 475.5 \
    fin_skew_ps 5.465 \
    crit_slowest_cell "o211ai_1" \
    reg2reg_from "x_position_o[0]" \
    antenna_found_initial 0 \
    finalInstanceArea_sq_um 3508 \
    worstHoldEndpoint "y_position_o[7]" \
    fp_util_pct 31.33 \
    first_global_vias 2854 \
    via_count 2821 \
    die_y_um 100.7 \
    grt_overflow 0 \
    top_cell "ha_1" \
    logic_area_sq_um 2308 \
    pin_count 40 \
    power_density_nw_per_um2 470.0 \
    slowest_delay_ps 600 \
    fin_hold_ws_ps 601.7 \
    netlist_top_cells_area "dfrtp_1 (16%), ha_1 (16%), a21oi_1 (4.8%)" \
    insertion_delay_ps 260 \
    ys_cells 363 \
    slew_headroom_pct 52.22 \
    crit_path_end_kind "flip-flop" \
    ys_ff 19 \
    clk_pin_slew_ps 80 \
    hold_depth 1 \
    cts.sinks 19 \
    track_usage_pct 15.77 \
    hp-start "y_position_o[7]" \
    path_max_fanout 9 \
    port_buffers 39 \
    top_area_share_pct 16.27 \
    dp_cells 526 \
    wl_per_cell_um 14.02 \
    drtPass1Iterations 4 \
    ys_types 62 \
    finalClockPeriodUsage_pct 64.34 \
    p_total_mw 1.649 \
]
==> cell type report <==
cell class                      instances  share of cell area (%)
Tap cell                              129                   4.601
Sequential cell                        19                   13.55
Multi-Input combinational cell        307                   65.80
Clock buffer                            4                   1.284
Timing Repair Buffer                   41                   11.55
Inverter                               30                   3.210
==> sequential cells by signal, summed over array words and instances (netlist names) <==
signal	cells
x_position_o	10
y_position_o	9
==> how the worst max path moves through the flow <==
stage	startpoint	endpoint	depth (start not counted)
global route	y_velocity_i[0]	y_position_o[2]	11
CTS	y_velocity_i[0]	y_position_o[2]	11
finish	y_velocity_i[0]	y_position_o[2]	11
==> power breakdown <==
group	total (mW)	internal, mW	leakage, nW	switching (mW)
combinational	1.29	0.619	1.19	0.673
clock	0.0852	0.0437	0.0228	0.0415
sequential	0.272	0.178	0.221	0.0942
total	1.65	0.841	1.43	0.808
==> critical path, delay by kind of cell <==
| kind | cells | cell delay, ps |
|---|---|---|
| compound gates | 3 | 930 |
| xor+xnor | 1 | 110 |
| fa+ha+maj | 1 | 200 |
| buf+inv | 1 | 500 |
| simple gates | 5 | 1260 |
==> placed cells by master (no fill, tap or decap), types with 3 or more instances in the layout <==
cell type / instances
fa_1: 4
a211o_1: 3
a31oi_1: 10
o21ai_0: 19
dfrtp_1: 19
nor3_1: 9
nand2_1: 20
clkdlybuf4s50_1: 39
xor2_1: 13
a21o_1: 5
a211oi_2: 3
o31a_1: 4
o22a_1: 4
a21oi_1: 28
a22oi_1: 4
o211ai_1: 12
or3_1: 3
inv_1: 29
nor2_1: 30
clkbuf_8: 3
nand2b_1: 4
o21a_1: 9
o31ai_1: 5
xnor2_1: 16
nand3_1: 14
ha_1: 37
nor2b_1: 4
nor4_1: 3
==> cells by family (layout without fill, tap and decap cells) <==
family / Yosys count / after routing / share of synthesized area (%)
flip-flops: 19 / 19 / 16.27
buffers and inverters: 37 / 75 / 4.752
AND/OR/NAND/NOR: 105 / 105 / 18.19
XOR/XNOR: 29 / 29 / 8.690
adder cells (fa/ha/maj): 41 / 41 / 18.58
AND-OR/OR-AND: 132 / 132 / 33.52
==> metal layers <==
metal / part of all wire [%] / vias to the layer above / GRT usage [%]
li1: - / 1445 / -
met2: 46 / 60 / 26.71
met3: 2.3 / 15 / 0.4231
met5: 0 / - / 0
met4: 2.1 / 0 / 3.122
met1: 50 / 1301 / 22.91
Power and IR drop assume default switching activity.
